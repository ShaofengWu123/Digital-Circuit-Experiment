## ./design.v

```verilog
module e3_counter(
input clk,
output reg [31:0] cnt);
always@(posedge clk)
begin
    cnt <= cnt + 1'b1;
end   
endmodule
```

## ./run.sh

```bash
#!/bin/bash
# OpenROAD 26Q1-2900-gdf79404cd8, Yosys 0.63+post, stock flow scripts
make -C /OpenROAD-flow-scripts/flow DESIGN_CONFIG=/design/flow/config.mk WORK_HOME=/design/flow/orfs finish
```

## ./config.mk

```make
export PLATFORM = sky130hd
export DESIGN_NAME = e3_counter
export DESIGN_NICKNAME = e3_counter
export VERILOG_FILES = /design/flow/design.v
export SDC_FILE = /design/flow/constraint.sdc
export NUM_CORES = 4
export LEC_CHECK = 1
export CORE_UTILIZATION = 30
```

## ./constraint.sdc

```tcl
current_design e3_counter

set clk_period 7.2
set clk_io_pct 0.2

create_clock -name clk0 -period $clk_period [get_ports {clk}]

set non_clock_inputs [all_inputs -no_clocks]
set_input_delay [expr $clk_period * $clk_io_pct] -clock clk0 $non_clock_inputs
set_output_delay [expr $clk_period * $clk_io_pct] -clock clk0 [all_outputs]
```

==> results.yml <==
# flow metrics
power_and_ir_drop:
  ir_drop_mv: 0.0864
  power.static_leakage_nw: 0.700
  power_density_nw_per_um2: 173
worst_setup_path:
  path_buffers: 1
  cp_cell_sequence: "clkdlybuf4s50_1"
  endpoint_kind: "output pin"
  r2r_slack_ns: 5.36
  cpLargestDelayFamily: "buffers and inverters"
  crit_required_ns: 5.76
  crit_slowest_cell: "clkdlybuf4s50_1"
  criticalPathCategory: "reg -> out"
  critPathMaxFanout: 6
  cp_slowest_stage_delay_ns: 0.50
  arrival_ns: 1.21
  start_kind: "flop"
clock_network:
  htree_num_levels: 2
  clk_pin_slew_ns: 0.06
  cts.repair.resized: 0
  clk_latency_ns: 0.27
  cts.sinks: 32
  clk_path_buf_depth: 2
  root_buffer: "clkbuf_8"
  cts_tree: "yes"
  cts_inserted_buffers: 5
  postCtsSetupRepairBufs: 0
  postCtsHoldBufs: 0
drt:
  drt-vias-per-instance: 4.70
  initialDrtViolationCount: 49
  diodes: 0
  drc: 0
  wirelength_mm: 2.46
  first_pass_iters: 4
  wire_per_inst_microns: 11.6
  ant_nets: 0
  dr_total_vias: 996
sta:
  final-setup-viol-count: 0
  period_used_pct: 36.8
  worst_clock_skew_ns: 0.00631
  finalSetupTns_ns: 0
  fmax_mhz: 378
  rsz0062_at_grt: "no"
  slew_headroom_pct: 62.1
  tightest_slew_ns: 0.566
  maxSlewViolCount: 0
  timing_hold_violations_final: 0
  fin_crit_ns: 2.65
logic_synthesis:
  yosysSeqAreaShare_pct: 48.6
  syn_area_sq_um: 1320
  syn_inst: 127
  yosys_warnings: 1
  synth.avg_cell_area_sq_um: 10.4
  ys_types: 24
  yosysCellCount: 127
  yosys_area_sq_um: 1320
  synth_flops: 32
place:
  postPlaceCellArea_sq_um: 1680
  dp_hpwl_mm: 1.70
  gp_congestion: 0.715
  io_buffers: 32
floorplan:
  die_w_microns: 68.3
  io_pins: 33
  core_sq_um: 4120
  row_count: 23
  die_area_sq_um: 4660
  die_h_microns: 68.3
  fp_util_pct: 32.0
grt:
  grt_max_degree: 12
  grt-ovfl-total: 0
  antenna_found_initial: 0
  track_usage_pct: 12.0
  grt_pass1_wl_mm: 4.22
  grt_pass1_vias: 936
cells_and_area:
  fin_area_sq_um: 1750
  reg.largest.list: "cnt x32"
  synthToLayoutAreaGrowth_pct: 33.0
  seq_area_sq_um: 641
  largest-register: "cnt"
  drive_above_1_share_pct: 9.88
  largest_reg_flops: 32
  logic_area_sq_um: 634
  fillers: 380
status:
  status: "finished clean"
min_path:
  hold_class: "reg -> reg"
job:
  tool_warnings: 25
  cap_violations: 0
-- layer usage --
metal	vias to the layer above	track usage (%)	routed length (microns)
met3	4	2.87	149
met1	459	17.5	1220
met2	30	18.1	1060
met5	-	0	0
li1	503	-	-
met4	0	2.34	28
-- placed cells by master (no fill, tap or decap), drive strengths merged --
cell type       n
xnor2          10
clkbuf          6
or2             1
nand2b          1
ha              1
nand3          12
clkdlybuf4s50  32
or3             2
nor3b           1
and3            2
nand2           9
xor2           20
nand4           3
nor2            6
and4            4
nor3            4
nor4           10
clkinv          1
dfxtp          32
inv             5
-- cell usage after synthesis (all sizes together) --
master	count	area, sq um
or3	2	17.5
ha	1	12.5
nor3	4	20.0
xor2	20	175
nand4	3	18.8
nand3	12	70.1
and4	4	35.0
nor3b	1	7.51
nand2	9	33.8
inv	5	18.8
and3	2	12.5
dfxtp	32	641
nor4	10	109
nor2	6	22.5
or2	1	6.26
xnor2	10	87.6
buf	4	25.0
nand2b	1	6.26
-- power by group --
part | internal, mW | switching (mW) | leakage [nW]
clock | 0.0656 | 0.0603 | 0.0410
sequential | 0.177 | 0 | 0.258
combinational | 0 | 0 | 0.401
-- per-stage QoR --
stage / power (mW) / hold WS (ns) / cells / worst slack (ns) / util (%)
global placement: 0.181 / 0.423 / 205 / 4.86 / 40.7
floorplan: 0.181 / 0.394 / 127 / 5.39 / -
detailed placement: 0.181 / 0.429 / 205 / 4.85 / 40.7
global route: 0.315 / 0.477 / 212 / 4.47 / 42.6
CTS: 0.307 / 0.445 / 212 / 4.54 / 42.6
finish: 0.303 / 0.447 / 212 / 4.55 / 42.6
-- cells by family after synthesis --
| family | synth area share (%) |
|---|---|
| and+or+nand+nor | 27.2 |
| buffers and inverters | 3.32 |
| DFF | 48.6 |
| adders and majority gates | 0.949 |
| xor gates and xnor gates | 19.9 |
-- final cells by class --
cell class	count	share of cell area, %
clock buffer	6	4.14
clock inverter	1	0.285
inverter	5	1.07
multi-input combinational	86	36.2
sequential	32	36.5
tap	50	3.57
timing repair buffer	32	18.3
-- path summary, 6_finish.rpt --
check / start / to / cells after the start
worst max-delay path: cnt[2]$_DFF_P_ / cnt[2] / 1
worst min-delay path: cnt[0]$_DFF_P_ / cnt[0]$_DFF_P_ / 1
worst max register to register: cnt[0]$_DFF_P_ / cnt[24]$_DFF_P_ / 5
worst min register to register: cnt[0]$_DFF_P_ / cnt[0]$_DFF_P_ / 1
Power is estimated from default activity; no workload was simulated.
