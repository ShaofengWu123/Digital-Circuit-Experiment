`./design.v`:
```
module pe_8(i0,i1,i2,i3,i4,i5,i6,i7,y0,y1,y2);
    input i0,i1,i2,i3,i4,i5,i6,i7;
    output y0,y1,y2;
    assign y2 = i4 | i5 | i6 | i7;
    assign y1 = ~i5 & ~i4 & i2 | ~i5 & ~i4 & i3 | i6 | i7;
    assign y0 = ~i6 & ~i4 & ~i2 & i1 | ~i6 & ~i4 & i3 | ~i6 & i5 | i7;
endmodule
```
`./constraint.sdc`:
```
current_design pe_8

set clk_period 1.2
set clk_io_pct 0.2

create_clock -name clk0 -period $clk_period

set non_clock_inputs [all_inputs -no_clocks]
set_input_delay [expr $clk_period * $clk_io_pct] -clock clk0 $non_clock_inputs
set_output_delay [expr $clk_period * $clk_io_pct] -clock clk0 [all_outputs]
```
`./run.sh`:
```
#!/bin/bash
# OpenROAD 26Q1-2900-gdf79404cd8, Yosys 0.63+post, stock flow scripts
make -C /OpenROAD-flow-scripts/flow DESIGN_CONFIG=/design/flow/config.mk WORK_HOME=/design/flow/orfs finish
```
`./config.mk`:
```
export PLATFORM = sky130hd
export DESIGN_NAME = pe_8
export DESIGN_NICKNAME = pe_8
export VERILOG_FILES = /design/flow/design.v
export SDC_FILE = /design/flow/constraint.sdc
export NUM_CORES = 4
export LEC_CHECK = 1
export CORE_AREA = 10 10 70 70
export DIE_AREA = 0 0 80 80
```
==> run notes <==
Results of the flow run.

The flow ran to the end, and the final reports show no timing, DRC or antenna violations. The startpoint identified for the worst hold timing path is i4. The residual overflow from global routing stands at 0.

Per the placement log, port buffering inserted 10 buffers. The mux contribution to synthesized area stands at 0%. The synthesized netlist cell count stands at 10. In this run the maximum-capacitance check reported violations numbering 0. After layout, the worst path uses 94.37% of the clock period.

The data arrival time reported for the critical path is 890 ps. met3 is the most crowded layer. The final non-filler cell total stands at 70. The maximum number of pins on one net before global-route repair stands at 4. The tightest slew margin relative to the limit stands at 88.63%. For reference, the top logic cell family by area is AND-OR/OR-AND gates. The number of pins exceeding their max-slew limit in the final report stands at 0. The maximum net fanout on the critical path stands at 2. The reported leakage power stands at 0.08459 nW. The first global-routing pass estimated 648 um of wire. The share of cells above drive strength 1 stands at 43.48%.

Setup repair after global routing left no endpoint under its margin. Of the total synthesized cell area, the portion taken by AND, OR, NAND and NOR gates is 33.33%. STA classifies the critical path startpoint as an input pin. The number of warnings in the stage logs stands at 34.

The overall die size recorded for this design is 0.006400 mm2. Overall routing resource usage recorded by global route was 1.316%. The final route contains 116 vias. The total wire length stands at 436 um.

The final-layout worst hold slack stands at 737.6 ps. The synthesis report lists the Yosys warning total as 0. The sequential cell area stands at 0 um2. Before placement the cells fill 1.319% of the core.

The instance count after placement with tap cells included stands at 66. The end-of-flow core utilization stands at 6.044%. Looking at the hold checks, the worst path lands on y0. The worst setup path is captured at a primary output.

The required time of the critical path stands at 960 ps. After synthesis, the largest area contributor takes up 22.22% of total cell area. The chip area from the yosys synthesis statistics stands at 45.04 um2. The synthesis-to-layout area growth stands at 358.3%. The layout has 0 clock buffers.

The via count of the first global-routing pass is 125. The synthesis report lists the most area-consuming cells as sky130_fd_sc_hd__a21oi_1 22%, sky130_fd_sc_hd__nand2_1 17%, sky130_fd_sc_hd__nor2_1 17%. The synthesis run shows the most used standard cells to be 2 x sky130_fd_sc_hd__a21oi_1, 2 x sky130_fd_sc_hd__nand2_1, 2 x sky130_fd_sc_hd__nor2_1. The xor-xnor portion of the synthesized cell area stands at 0%. The DRC violation total left in the routed layout is recorded as 0. The ratio of total power to cell area stands at 199.9 mW/mm2. Dividing the detail-routed wire length by the instance count gives 6.229 um. Of the synthesized area, sequential elements account for 0%.

The area share of and-or/or-and cells after synthesis stands at 50.00%. The critical path is of the input pin to primary output type. The number of cells traversed by the worst hold path stands at 3. The peak ir drop on the vdd network stands at 18.11 uV. The fraction of the mapped netlist area in adder cells stands at 0%.

The worst setup slack before clock tree synthesis stands at -513.4 ps. The met2 routing resource usage after global routing stands at 1.685%. The floorplan row count stands at 21. The post-synthesis area per instance stands at 4.504 um2. For met3 alone, demand over resource in global routing was 1.818%.

Nets still carrying antenna violations after routing amount to 0. The initial antenna violation count was 1. After detailed routing, the number of vias per cell comes to 1.657. The total of hold buffers inserted after clock tree synthesis stands at 0. In this run the count of I/O pins placed on the die edge is 11. In this run, distinct cell masters in the synthesized netlist total 7.

Before any placement, the netlist area is recorded as 45.04 um2. The total count of hold-check failures in the final report stands at 0. The routability congestion estimate stands at 0.7729. The met1 demand-to-capacity share in global routing stands at 1.318%. The final tally of setup violations stands at 0. The floorplan step set the die height to 80 um. The maximum frequency from static timing analysis stands at 0.8831 GHz.

The post-layout total power stands at 0.04127 mW. The iteration count recorded for the first detailed-route pass is 1. The slack of the critical path stands at 67.58 ps. For the finished layout, the period the worst path requires is 1132 ps. The width of the die stands at 80 um.

Per the log, the first TritonRoute iteration ended with a DRC count of 0. In the Yosys report the total cell count is 10. The placeable core region stands at 0.003416 mm2. The cell type that accounts for the most area after synthesis is sky130_fd_sc_hd__a21oi_1. The design has 0 sequential cells. In this run the worst hold path is classified as input pin to primary output. For the pin with the worst max-slew slack, the measured transition is 169.1 ps.
## layout make-up
| type | instances | area (um2) |
|---|---|---|
| diodes | 1 | 2.502 |
| fillers | 418 | 3209 |
| inverters | 2 | 7.507 |
| multi-input cells | 8 | 42.54 |
| well taps | 46 | 57.56 |
| repair buffers | 13 | 96.34 |
## per-stage QoR
step	TNS, ps	cell area, um2
2_1_floorplan	0	45.04
6_report	0	206.4
5_1_grt	0	203.9
3_3_place_gp	-1308	202.7
4_1_cts	-129.6	206.4
3_5_place_dp	-1356	202.7
## critical path, stage by stage
cell	delay (ps)
sky130_fd_sc_hd__dlygate4sd2_1	250
sky130_fd_sc_hd__nor2_2	100
sky130_fd_sc_hd__nand2_1	60
sky130_fd_sc_hd__dlygate4sd2_1	230
## worst max path at each step
stage     cells after the start  end  start  slack (ps)
4_1_cts                       4   y0     i1        -130
5_1_grt                       5   y0     i2          10
6_report                      4   y2     i7          70
## placed cells by master, fill, tap and decap left out
cell and instances:
sky130_fd_sc_hd__a21oi_1 2, sky130_fd_sc_hd__o21ai_1 1, sky130_fd_sc_hd__inv_1 1, sky130_fd_sc_hd__nand2_1 2, sky130_fd_sc_hd__clkdlybuf4s15_1 1, sky130_fd_sc_hd__diode_2 1
sky130_fd_sc_hd__nor2_2 2, sky130_fd_sc_hd__buf_2 1, sky130_fd_sc_hd__dlymetal6s2s_1 1, sky130_fd_sc_hd__dlygate4sd2_1 3, sky130_fd_sc_hd__buf_4 3, sky130_fd_sc_hd__o31ai_1 1
sky130_fd_sc_hd__clkbuf_2 4, sky130_fd_sc_hd__clkinv_1 1
## where the power goes
part	internal, mW	total, mW	switching [mW]
Clock	0.000000111	0.000000111	0
Sequential	0	0	0
Combinational	0.0255	0.0413	0.0158
Total	0.0255	0.0413	0.0158
## kinds of logic (layout without fill, tap and decap cells)
logic type             count (synthesis)  count (layout)
buffers and inverters                  2              15
AND-OR/OR-AND                          4               4
other                                  0               1
AND/OR/NAND/NOR                        4               4
## routing by layer
| layer | up-vias | routed length, um |
|---|---|---|
| li1 | 61 | - |
| met1 | 46 | 172 |
| met2 | 9 | 127 |
| met3 | 0 | 136 |
| met4 | 0 | 0 |
| met5 | - | 0 |
## what timing repair did
item / CTS / global route
gates resized: 15 / 9
buffers inserted: 2 / 1
pin swaps: 1 / 3
setup endpoints to repair: 3 / 3
No activity file was given, so power comes from the tool's default toggle rates.
