<file path="./run.sh">
#!/bin/bash
# OpenROAD 26Q1-2900-gdf79404cd8, Yosys 0.63+post, stock flow scripts
make -C /OpenROAD-flow-scripts/flow DESIGN_CONFIG=/design/flow/config.mk WORK_HOME=/design/flow/orfs finish
</file>
<file path="./config.mk">
export PLATFORM = sky130hd
export DESIGN_NAME = counter_16bit
export DESIGN_NICKNAME = counter_16bit
export VERILOG_FILES = /design/flow/design.v
export SDC_FILE = /design/flow/constraint.sdc
export NUM_CORES = 4
export LEC_CHECK = 1
export CORE_UTILIZATION = 30
</file>
<file path="./constraint.sdc">
current_design counter_16bit

set clk_period 4.5
set clk_io_pct 0.2

create_clock -name clk0 -period $clk_period [get_ports {clk}]

set non_clock_inputs [all_inputs -no_clocks]
set_input_delay [expr $clk_period * $clk_io_pct] -clock clk0 $non_clock_inputs
set_output_delay [expr $clk_period * $clk_io_pct] -clock clk0 [all_outputs]
</file>
<file path="./design.v">
module counter_16bit(
input clk,rst,button,
input [6:0] ctrl,
output reg [3:0] result,
output reg [2:0] choice
);
reg [7:0] cnt;
reg [19:0] led_cnt;
wire pulse_100Hz;
wire button_edge; 
reg button_r1,button_r2;
always@(posedge clk)
 button_r1 <= button;
always@(posedge clk)
 button_r2 <= button_r1;
assign button_edge = button_r1 & (~button_r2);
always @(posedge clk)
begin
    if(rst)
        cnt <= 8'h1f;
    else 
    begin
    if (button_edge==1)
    begin
        if(ctrl[0] == 1'b1)
            cnt <= cnt + 8'b1;
        else
            cnt <= cnt - 8'b1; 
    end
    end
end
always @(*)
begin
    if(choice == 3'b0)
    begin
        result[0] = cnt[0];
        result[1] = cnt[1];
        result[2] = cnt[2];
        result[3] = cnt[3];
    end
    else
    begin
        result[0] = cnt[4];
        result[1] = cnt[5];
        result[2] = cnt[6];
        result[3] = cnt[7];
    end
end
always @(posedge clk)
begin
    if(led_cnt>20'd1000000)
        led_cnt <= 20'd0;
    else
        led_cnt <= led_cnt + 20'd1; 
end
assign pulse_100Hz = (led_cnt==20'd1000000);
always @(posedge clk)
begin
    if(pulse_100Hz)
        begin
        if(choice==3'b000)
            choice <= 3'b001;
        else
            choice <= 3'b000;
        end
end
endmodule
</file>
==> out/metrics.cfg <==
[run_status]
run_status=completed

[route]
routed_wirelength_um=2760
num_vias=1206
wl_per_cell_um=10.7
final_antenna_net_count=0
antennaDiodeCount=0
dr.pass1.iters=4
drt-initial-drc-count=26
vias_per_cell=4.66
drc_errors=0

[setup_path]
crit_path_end_kind=flop
rr_worst_depth=6
crit_chain=clkdlybuf4s50_1 -> inv_1 -> ha_1 -> a21oi_2 -> a211oi_1 -> or4_4 -> a21o_1 -> a21oi_2
slowest_delay_ns=0.49
rr_startpoint=cnt[2]
crit_type=in -> reg
cp_slowest_cell=or4_4
crit_fanout=8
start_kind=primary input
worstPathArrival_ns=3.07
regToRegEndpoint=cnt[7]
worstPathRequired_ns=4.72
regToRegSetupSlack_ns=2.64
worst_path_most_repeated_cell=a21oi_2

[final_timing]
setup_viol=0
fin_crit_ns=2.85
finalHoldViolCount=0
drv_slew=0
fin_crit_sh_pct=63.3
fmax_ghz=0.351
rsz0062_at_grt=no
max_slew.worst_pin.slew_ns=0.701
holdWs_ns=0.353
fin_worst_skew_ns=0.00409
maxSlewHeadroom_pct=52.9
worst_slack_ns=1.65
tns_ns=0

[synthesis]
numSynthFlops=31
synth_warnings=1
yosysTopAreaCellShare_pct=38.1
ys_seq_share_pct=40.0
synth_area_mm2=0.00158
synth_area_per_cell_um2=8.90
edf_count=1
syn-instance-count=177
ys_cells=177
ys_area_mm2=0.00158
synth-async-reset-ratio_pct=0
flop_cell=dfxtp_1
top_area_cell=dfxtp_1
ys_types=36
yosys-top-cells-area=dfxtp_1, xor2_1, ha_1

[clock_network]
clk_pin_slew_worst_paths_ns=0.06
clk_latency_ns=0.28
clock_path_buffers=2
numCtsBuffers=5
htree_levels=2
cts_sinks=31
cts_root_buffer=clkbuf_8
post_cts_buffers=0
post_cts_resized=0
cts_hold_buffers=0
cts_tree=built

[job]
maxCapViolCount=0
warnings=32

[power_and_ir_drop]
power_density_mw_per_mm2=345
ir_worst_vdd_mv=0.129
p_leak_uw=0.000747

[die]
fp_util_pct=31.0
die_w_um=74.5
io_pins=17
row_count=26
die_area_mm2=0.00554
fp.coreArea_mm2=0.00507
die_h_um=74.5

[global_routing]
antenna_found_initial=0
grtUsageTotal_pct=11.5
grt_max_degree=17
grt_pass1_wl_um=4890
grt_pass1_vias=1100
gr-total-overflow=0

[hold_path]
hold_depth=0
hp-class=reg -> reg
whs_endpoint=button_r2
hp-start=button_r1

[placement]
dpl.hpwl_um=1920
io_buffers=8
preCtsSetupSlack_ns=1.36
gp_congestion=0.818
place_area_mm2=0.00173

[layout]
final_area_mm2=0.00185
utilization_pct=36.4
layout-drive-gt1-share_pct=9.52
syn_to_final_growth_pct=17.2

synth_stat cells, drive strengths merged, types with 4 or more instances:
cell	count
dfxtp	30
nor2	24
nand2	19
xor2	15
nand3	13
ha	8
xnor2	7
a21oi	6
inv	5
clkbuf	4
mux2	4
nand4	4
nor4b	4
worst max-delay path: cells and delay by family:
family / cells / cell delay, ns
AND-OR/OR-AND: 4 / 0.64
adder cells (fa/ha/maj): 1 / 0.40
AND/OR/NAND/NOR: 1 / 0.49
buffers and inverters: 2 / 0.63
area by class of cell:
class	count	area, µm²
sequential	31	631
inverter	5	18.8
timing repair buffer	9	87.6
clock buffer	6	82.6
tap	70	87.6
multi-input combinational	136	905
clock inverter	2	35.0
fill	528	3230
per-layer routing:
metal	vias up	routed length, µm	GRT usage, %	share of wire (%)
li1	631	-	-	-
met5	-	0	0	0
met1	558	1400	16.2	51
met4	0	39	1.68	1.4
met3	4	109	3.30	3.9
met2	13	1210	18.4	44
state kept, by name, indices dropped and copies added (netlist names):
register / flops
led_cnt: 20
cnt: 8
button_r1: 1
button_r2: 1
choice: 1
report_power, final:
group | internal (µW) | leakage, µW | switching, µW
Clock | 179 | 0.0000612 | 103
Sequential | 283 | 0.000255 | 6.33
Combinational | 33.6 | 0.000431 | 32.3
Total | 496 | 0.000747 | 141
worst max-delay path by stage:
stage / start / to / slack (ns) / cells after the start
finish: ctrl[0] / cnt[7] / 1.65 / 8
global route: ctrl[0] / cnt[7] / 1.56 / 8
CTS: ctrl[0] / cnt[7] / 1.66 / 8
logic make-up after synthesis:
| group | Yosys count | share of synthesized area, % |
|---|---|---|
| flip-flops | 31 | 40.0 |
| multiplexers | 6 | 4.13 |
| other | 1 | 0.238 |
| AND-OR/OR-AND | 20 | 8.58 |
| buffers and inverters | 11 | 3.10 |
| XOR/XNOR | 22 | 12.2 |
| adder cells (fa/ha/maj) | 9 | 7.63 |
| AND/OR/NAND/NOR | 77 | 24.1 |
cell usage in the layout (no fill, tap or decap), types with 5 or more instances in the layout:
cell type         n
nor2_1           24
ha_1              8
nand2_1          19
dfxtp_1          30
xor2_1           15
inv_1             5
xnor2_1           7
nand3_1          13
clkbuf_8          6
clkdlybuf4s50_1   8
stage by stage:
stage | power [µW] | instances
4_1_cts | 648 | 259
3_5_place_dp | 361 | 251
6_report | 637 | 259
3_3_place_gp | 360 | 251
2_1_floorplan | 344 | 178
5_1_grt | 669 | 259
No activity file was given, so power comes from the tool's default toggle rates.
